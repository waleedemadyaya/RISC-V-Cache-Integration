<file path="flow/run.sh">
#!/bin/bash
# OpenROAD 26Q1-2900-gdf79404cd8, Yosys 0.63+post, stock flow scripts
make -C /OpenROAD-flow-scripts/flow DESIGN_CONFIG=/design/flow/config.mk WORK_HOME=/design/flow/orfs finish
</file>
<file path="flow/config.mk">
export PLATFORM = sky130hd
export DESIGN_NAME = memory_system
export DESIGN_NICKNAME = memory_system
export VERILOG_FILES = /design/flow/design.v
export SDC_FILE = /design/flow/constraint.sdc
export NUM_CORES = 4
export LEC_CHECK = 1
export CORE_UTILIZATION = 50
</file>
<file path="flow/constraint.sdc">
current_design memory_system

set clk_period 46.2
set clk_io_pct 0.2

create_clock -name clk0 -period $clk_period

set non_clock_inputs [all_inputs -no_clocks]
set_input_delay [expr $clk_period * $clk_io_pct] -clock clk0 $non_clock_inputs
set_output_delay [expr $clk_period * $clk_io_pct] -clock clk0 [all_outputs]
</file>
<file path="flow/design.v">
module memory_system (
    input wire [4:0] address,
    input wire read_en,
    inout wire [127:0] data
);
reg [127:0] memory [31:0];
assign data = read_en ? memory[address] : 32'hzzzz_zzzz;
always @ (read_en , data , address) begin
    if (~read_en) begin
        memory[address] <= data;
    end
end
endmodule
</file>
==> results.py <==
# Flow results
metrics = {
    "floorplan": {
        "fp-row-count": 157,
        "die_h_um": 432,
        "initial_core_util_pct": 50.4,
        "pin_count": 134,
        "die_w_um": 432,
    },
    "outcome": {
        "outcome": "did not finish",
        "last-stage-reached": "clock tree synthesis (4_1_cts)",
        "error": "[error] [KeplerFormal.cpp:679] Workflow failed: Iso has multiple drivers: .data0, _11034_.Y0",
    },
    "logic_synthesis": {
        "ys.flops": 4096,
        "syn_area_um2": 92600,
        "yosysTopAreaCellShare_pct": 66.4,
        "postSynthCellCount": 9715,
        "ff_type": "dlxtn_1",
        "yosys_area_um2": 92600,
        "edf_count": 0,
        "synth.area.top_cells": "dlxtn_1 (66%), nand3_1 (15%), nand4_1 (4.8%)",
        "ys_cells": 9715,
        "yosysMostFrequentCell": "dlxtn_1",
        "largest_area_cell": "dlxtn_1",
        "synth.distinct_cells": 35,
        "async_flop_share_pct": 0,
        "syn_area_per_cell_um2": 9.53,
        "common_cells": "dlxtn_1 (4,096), nand3_1 (2,724), nand4_1 (704)",
        "ys.warnings.count": 162,
    },
    "timing": {
        "unclocked_regs": 4096,
        "untimed_endpoints": 4096,
    },
    "clock_network": {
        "post-cts-setup-buffers": 0,
        "hold_buffers": 0,
        "cts_resized": 0,
    },
    "place": {
        "routabilityCongestion": 0.857,
        "port_buffers": 6,
        "hpwl_um": 170000,
        "dp_cells": 11800,
    },
}
## per-stage QoR
stage               setup WS, ns  area [um2]  utilization (%)
global placement           22.62       96400             52.6
detailed placement         22.52       96400             52.6
floorplan                  25.45       92600                -
## kinds of logic after synthesis
group	after synthesis	synth area share (%)
buffers and inverters	806	3.67
and+or+nand+nor	3910	22.6
latches	4096	66.4
AOI/OAI and AO/OA	899	7.21
muxes	4	0.0446
