File: run.sh
#!/bin/bash
# OpenROAD 26Q1-2900-gdf79404cd8, Yosys 0.63+post, stock flow scripts
make -C /OpenROAD-flow-scripts/flow DESIGN_CONFIG=/design/flow/config.mk WORK_HOME=/design/flow/orfs finish
File: config.mk
export PLATFORM = sky130hd
export DESIGN_NAME = Register_File
export DESIGN_NICKNAME = Register_File
export VERILOG_FILES = /design/flow/design.v
export SDC_FILE = /design/flow/constraint.sdc
export NUM_CORES = 4
export LEC_CHECK = 1
export CORE_UTILIZATION = 50
File: constraint.sdc
current_design Register_File

set clk_period 17.5
set clk_io_pct 0.2

create_clock -name clk0 -period $clk_period [get_ports {CLK}]

set non_clock_inputs [all_inputs -no_clocks]
set_input_delay [expr $clk_period * $clk_io_pct] -clock clk0 $non_clock_inputs
set_output_delay [expr $clk_period * $clk_io_pct] -clock clk0 [all_outputs]
File: design.v
module Register_File (A1 , A2 , A3 , WD , WE , CLK , RST,
            RD1 , RD2 );
input wire [4 : 0] A1;
input wire [4 : 0] A2;
input wire [4 : 0] A3;
input wire [31 : 0] WD;
input wire WE;
input wire CLK , RST;
output wire [31 : 0] RD1;
output wire [31 : 0] RD2;
reg [31:0] DATA [31:0];
assign RD1 = DATA[A1];
assign RD2 = DATA[A2];
always @ (posedge CLK , negedge RST)
begin
    if (~RST)
        begin 
            DATA[0] <= 32'h0000_0000;
            DATA[1] <= 32'h0000_0000;
            DATA[2] <= 32'h0000_0000;
            DATA[3] <= 32'h0000_0000;
            DATA[4] <= 32'h0000_0000;
            DATA[5] <= 32'h0000_0000;
            DATA[6] <= 32'h0000_0000;
            DATA[7] <= 32'h0000_0000;
            DATA[8] <= 32'h0000_0000;
            DATA[9] <= 32'h0000_0000;
            DATA[10] <= 32'h0000_0000;
            DATA[11] <= 32'h0000_0000;
            DATA[12] <= 32'h0000_0000;
            DATA[13] <= 32'h0000_0000;
            DATA[14] <= 32'h0000_0000;
            DATA[15] <= 32'h0000_0000;
            DATA[16] <= 32'h0000_0000;
            DATA[17] <= 32'h0000_0000;
            DATA[18] <= 32'h0000_0000;
            DATA[19] <= 32'h0000_0000;
            DATA[20] <= 32'h0000_0000;
            DATA[21] <= 32'h0000_0000;
            DATA[22] <= 32'h0000_0000;
            DATA[23] <= 32'h0000_0000;
            DATA[24] <= 32'h0000_0000;
            DATA[25] <= 32'h0000_0000;
            DATA[26] <= 32'h0000_0000;
            DATA[27] <= 32'h0000_0000;
            DATA[28] <= 32'h0000_0000;
            DATA[29] <= 32'h0000_0000;
            DATA[30] <= 32'h0000_0000;
            DATA[31] <= 32'h0000_0000;
         end 
    else if ( WE == 1'b1 && A3 != 32'h0000_0000 ) 
        begin DATA[A3] <= WD; end
    else            
        begin DATA[0] <= 32'h0000_0000; end
end 
endmodule
==> impl_metrics.ini <==
; physical design summary
[run_status]
status = finished, final reports clean

[place]
portBuffers = 113
hpwl_mm = 162
gp_congestion = 1.09
dp.cells = 5700

[synthesis]
avgSynthCellArea_um2 = 11.8
ys_seq_elements = 1024
synthesis.instances = 4421
yosysCellCount = 4421
edf_count = 0
synthFlopType = dfrtp_1
synth_cell_types = 75
ys_seq_share = 0.493
yosys_warnings = 2
async_reset_ff_frac = 1.00
yosys-stat-area_mm2 = 0.0520
netlist_area_mm2 = 0.0520

[clocking]
clock_latency_ns = 0.72
clockRootBuffer = clkbuf_16
cts_setup_buffers = 0
cts_sinks = 1024
cts-htree-levels = 3
holdBufCountCts = 0
cts_buffer_depth = 3
ctsResizeCount = 0
cts_tree = built
numCtsBuffers = 112
clk_pin_slew_ns = 0.06

[setup_path]
slowest_delay_ns = 0.86
critPathLaunchType = input port
criticalPathCategory = in2out
cp_max_fo = 36
crit_top_cell = buf_4
crit_chain = buf_4, buf_4, buf_4, nand3_2, nor2_4, buf_4, a22oi_1, nand4_1, nor2_1, a21oi_1, clkdlybuf4s50_1
crit_slowest_cell = nor2_4
cp_top_family = buffers and inverters
worstReg2RegStart = DATA[26][10]$_DFFE_PN0P_
required_ns = 14.00
worstPathArrival_ns = 8.21
critical_path_buf_inv_count = 5
worstSetupEndpointType = primary output
startpoint = A2[1]

[timing]
fmax_mhz = 85.4
tightest_slew_ns = 1.10
skew_ns = 0
setup_viol = 0
min_period_ns = 11.71
max-slew-margin-rel = 0.263
period_used_share = 0.669
finalMaxSlewViolations = 0
hold_violations = 0
rsz0062_at_grt = no
setup_tns_ns = 0

[final_layout]
largest_reg_flops = 1024
post_route_cells_drive_above_1_share = 0.330
synthToLayoutAreaGrowth_pct = 13.2
fin_cells = 5944
lay_top_count = dfrtp_1
reg.largest.list = DATA (1024)
top_register = DATA
fillers = 8469
layout_top_cells = dfrtp_1 (1024), mux2_2 (969), a22oi_1 (741)

[floorplanning]
row_count = 117
fp_util = 0.507
die_w_um = 324
ios = 114
chip_area_mm2 = 0.105
core_area_mm2 = 0.102
die_h_um = 324

[job]
maxCapViolations = 0
warnings = 36

[grt]
met1_usage = 0.663
grt_most_used_layer = met2
grt_pass1_wl_mm = 370
grt_pass1_vias = 44683
grt_max_degree = 119
grt_overflow_total = 0
grt_use_met3 = 0.376
use_met2 = 0.671
grt_usage = 0.537
antenna_found_initial = 18

[hold_path]
hp-class = reg2reg
holdCritStartpoint = DATA[0][11]$_DFFE_PN0P_

[drt]
wire_per_inst_um = 45.6
drtAntennaViolNets = 0
num_vias = 46448
remaining_drc_errors = 0
vias_per_cell = 7.81
drt-initial-drc-count = 6776
first_pass_iters = 9
wirelength_mm = 271

[power_and_ir_drop]
p_leak_nw = 25.6
ir_worst_vdd_uv = 100
power.density_mw_per_mm2 = 115
-- cells in the mapped netlist (40+ instances only) --
library cell  number  area, um^2
mux2_2           969       10900
buf_2            202        1010
nand4_1           99         619
nor2_1           152         571
nand3_1           44         220
a22oi_1          741        5560
clkbuf_1         152         571
nor3_1            72         360
and2_1            40         250
dfrtp_1         1024       25600
nand2_1          232         871
a22o_1            48         420
buf_4             45         338
mux2i_1           53         531
a21oi_1           82         410
-- layer usage --
metal  up-vias  part of all wire
met5         -            0.0033
li1      17004                 -
met2      4714              0.38
met1     22925              0.34
met3      1763              0.18
met4        42             0.092
-- path summary, 6_finish.rpt --
check / depth (start not counted) / slack [ns] / endpoint
max: 11 / 5.79 / RD2[16]
min: 1 / 0.52 / DATA[0][11]$_DFFE_PN0P_
max reg2reg: 1 / 16.59 / DATA[26][10]$_DFFE_PN0P_
min reg2reg: 1 / 0.52 / DATA[0][11]$_DFFE_PN0P_
max in group asynchronous: 6 / 10.66 / DATA[30][12]$_DFFE_PN0P_
min in group asynchronous: 1 / 2.78 / DATA[11][4]$_DFFE_PN0P_
-- area by class of cell --
class | instances | area [um^2] | share of cell area
inverter | 13 | 48.8 | 0.000830
multi-input combinational | 2958 | 24700 | 0.419
tap | 1368 | 1710 | 0.0291
sequential | 1024 | 25600 | 0.436
timing repair buffer | 337 | 2810 | 0.0478
clock inverter | 43 | 509 | 0.00866
clock buffer | 165 | 3370 | 0.0572
antenna | 36 | 90.1 | 0.00153
-- per-stage QoR --
step            util  setup WS (ns)  cell area [um^2]  hold WS (ns)  total power [mW]
3_5_place_dp   0.535           6.22             54900         0.500              4.25
5_1_grt        0.573           6.00             58700         0.535              6.97
3_3_place_gp   0.535           6.22             54900         0.497              4.24
4_1_cts        0.573           6.20             58700         0.518              6.73
6_report       0.574           5.79             58800         0.521              6.79
2_1_floorplan      -           9.07             52000         0.477              3.70
-- logic make-up (layout without fill, tap and decap cells) --
family | count (synthesis) | after routing | synth area share
DFF | 1024 | 1024 | 0.493
AOI/OAI and AO/OA | 1075 | 1075 | 0.154
other | 0 | 36 | 0
muxes | 1059 | 1059 | 0.228
buffers and inverters | 439 | 558 | 0.0408
and+or+nand+nor | 824 | 824 | 0.0835
-- power breakdown --
part | switching [mW] | total [mW] | leakage [nW] | internal (mW)
clock network | 1.03 | 2.51 | 1.90 | 1.47
logic | 0.480 | 0.986 | 10.6 | 0.506
registers | 0.486 | 3.30 | 13.1 | 2.81
No activity file was given, so power comes from the tool's default toggle rates.
