**constraint.sdc**
```tcl
current_design Instruction_DATAory

set clk_period 1.6
set clk_io_pct 0.2

create_clock -name clk0 -period $clk_period

set non_clock_inputs [all_inputs -no_clocks]
set_input_delay [expr $clk_period * $clk_io_pct] -clock clk0 $non_clock_inputs
set_output_delay [expr $clk_period * $clk_io_pct] -clock clk0 [all_outputs]
```
**run.sh**
```bash
#!/bin/bash
# OpenROAD 26Q1-2900-gdf79404cd8, Yosys 0.63+post, stock flow scripts
make -C /OpenROAD-flow-scripts/flow DESIGN_CONFIG=/design/flow/config.mk WORK_HOME=/design/flow/orfs finish
```
**design.v**
```verilog
module Instruction_DATAory (A , 
            RD );
input wire [31 : 0] A;
output wire [31 : 0] RD;
reg [31:0] DATA [0:255]; 
assign RD = DATA[A[9:2]];
initial 
begin
    DATA[0]  = 32'h00a0_0093;   
    DATA[1]  = 32'h0140_0113;   
    DATA[2]  = 32'h0280_0193;   
    DATA[3]  = 32'h0500_0213;   
    DATA[4]  = 32'h0a00_0293;   
    DATA[5]  = 32'b00000000000100000010000000100011;   
    DATA[6]  = 32'b00000000001000000010001000100011;   
    DATA[7]  = 32'b00000000001100000010010000100011;   
    DATA[8]  = 32'b00000000010000000010011000100011;   
    DATA[9]  = 32'b00000000010100000010011000100011;   
    DATA[10] = 32'b00000000000000000010010100000011;   
    DATA[11] = 32'b00000000010000000010010110000011;   
    DATA[12] = 32'b00000000100000000010011000000011;   
    DATA[13] = 32'b00000000110000000010011010000011;   
    DATA[14] = 32'b00000000010000000010011000100011;   
end
endmodule
```
**config.mk**
```make
export PLATFORM = sky130hd
export DESIGN_NAME = Instruction_DATAory
export DESIGN_NICKNAME = Instruction_DATAory
export VERILOG_FILES = /design/flow/design.v
export SDC_FILE = /design/flow/constraint.sdc
export NUM_CORES = 4
export LEC_CHECK = 1
export CORE_AREA = 10 10 70 70
export DIE_AREA = 0 0 80 80
export SYNTH_MEMORY_MAX_BITS = 65536
```
==> metrics.cfg <==
[yosys]
yosys.area.top_type_share_pct=31.1
avgSynthCellArea_um2=7.41
yosys-stat-area_um2=459
yosys.area.top_type=buf_4
ys.warnings.count=1
yosys.cell_types.count=18
synthesis.area_um2=459
synthTopCellsByArea=buf_4, ha_1, mux2i_1
ys_seq_share_pct=0
yosys_cells=62
syn_inst=62

[critical_path]
max_stage_delay_ps=460
crit_fanout=2
crit_arrival_ps=1270
crit_buf_inv=3
required_ps=1280
crit_path_cell_trace=buf_8 > buf_6 > ha_4 > mux4_2 > clkbuf_2
worst_setup_path_start_kind=input pin
path_class=input pin to output port
crit_family=multiplexers
crit_slowest_cell=mux4_2
endpoint_kind=output port

[route]
viasPerCell=3.33
wire_per_inst_um=11.3
ant_nets=0
drt_wl_total_mm=1.60
antennaDiodeCount=0
drc_errors=0
drt_iter0_drc=20
vias=470
first_pass_iters=2

[global_route]
grt_pass1_vias=511
grt_overflow=0
grt_usage_pct=4.76
grt_max_degree=10
grt_pass1_wl_mm=2.56
antenna_found_initial=0

[final_layout]
area_growth_syn_to_layout_pct=92.9
num-clock-buffers=0
drive_gt1_share_pct=47.4
ff_count=0
regArea_um2=0
fin_util_pct=25.9
fin_cells=141
fin_area_um2=886

[sta]
hold_viol=0
setup_slack_ps=9.86
finalSetupViolCount=0
finalClockPeriodUsage_pct=99.4
max_freq_mhz=629
fin_tns_setup_ps=0
hold_ws_ps=1060
period_minus_slack_ps=1590
drv_slew=0
rsz0062_at_grt=yes

[floorplan]
fp.dieW_um=80
die_h_um=80
rows=21
core_mm2=0.00342
chip_area_mm2=0.00640
io_pins=64
fp_util_pct=13.4

[power_and_ir_drop]
peakVddDrop_mv=0.0553
power.total_mw=0.183
power.density_mw_per_mm2=206
p_leak_nw=0.451

[place]
dp.cells=134
portBuffers=19
placed_cell_area_um2=718
place_ws_ps=-772
routabilityCongestion=0.790
dp_hpwl_mm=1.12

[min_path]
holdCritPathClass=input pin to output port

[run]
warning_count=69
cap_violations=0

[status]
status=finished clean

==> Yosys cell counts (all sizes together), types with 2 or more instances <==
master and n:
ha 9, buf 20, mux2i 5, o31ai 2, conb 2, o21ai 2
nor2 2, nand2 6, inv 6, nor3 2
==> logic make-up after synthesis <==
kind of cell / count (synthesis) / share of synthesized area (%)
AND-OR/OR-AND: 7 / 9.54
adder cells (fa/ha/maj): 9 / 24.5
buffers and inverters: 26 / 37.1
multiplexers: 6 / 15.8
other: 2 / 1.64
AND/OR/NAND/NOR: 12 / 11.4
==> routing by layer <==
layer / GRT usage (%) / wire length, um / up-vias
met3: 1.70 / 155 / 0
met2: 7.22 / 721 / 19
met1: 6.68 / 722 / 216
li1: - / - / 235
met5: 0 / 0 / -
met4: 0 / 0 / 0
==> layout by cell type (no fill, tap or decap), types with 2 or more instances in the layout <==
master and count:
buf_2 4, buf_4 13, buf_6 6, clkbuf_2 2, conb_1 17, dlygate4sd2_1 8, ha_1 2, ha_2 2
ha_4 5, inv_1 2, inv_2 2, mux2i_1 5, nand2_1 6, o21ai_1 2
==> final timing paths <==
check,cells after the start,to,slack (ps),startpoint
worst max-delay path,5,RD[7],10,A[3]
worst min-delay path,5,RD[13],1060,A[5]
==> worst min-delay path, stage by stage <==
cell and delay [ps]:
buf_2 120, buf_12 130, a21oi_2 40, inv_1 40, dlymetal6s2s_1 80
==> where the power goes <==
part	internal (mW)	leakage (nW)	switching, mW	total [mW]
combinational	0.107	0.451	0.0761	0.183
sequential	0	0	0	0
clock	0	0	0	0
==> final cells by class <==
type	count	area, um2
Tap cell	46	57.6
Fill cell	372	2530
Inverter	6	30.0
Multi-Input combinational cell	51	443
Timing Repair Buffer	38	355
==> timing repair <==
item,CTS,global route
hold buffers,0,0
pin swaps,2,3
cloned,1,0
endpoints found under the setup margin,15,7
buffers inserted,5,1
gates resized,64,15
No activity file was given, so power comes from the tool's default toggle rates.
